--- flow/config.mk ---
export PLATFORM = sky130hd
export DESIGN_NAME = multiplier
export DESIGN_NICKNAME = multiplier
export VERILOG_FILES = /design/flow/design.v
export SDC_FILE = /design/flow/constraint.sdc
export NUM_CORES = 4
export LEC_CHECK = 1
export CORE_UTILIZATION = 40
--- flow/constraint.sdc ---
current_design multiplier

set clk_period 10.1
set clk_io_pct 0.2

create_clock -name clk0 -period $clk_period [get_ports {CLK}]

set non_clock_inputs [all_inputs -no_clocks]
set_input_delay [expr $clk_period * $clk_io_pct] -clock clk0 $non_clock_inputs
set_output_delay [expr $clk_period * $clk_io_pct] -clock clk0 [all_outputs]
--- flow/design.v ---
module multiplier #(parameter N = 32) (
    input logic CLK, EN_mult, EN_blockRead, rst_n,
    input logic [15:0] mult_input0, 
    input logic [15:0] mult_input1,
    input logic [N - 1:0] readMem_val,
    output logic RDY_mult, EN_readMem, EN_writeMem, VALID_memVal,
    output logic [N - 1:0] writeMem_val, memVal_data,
    output logic [5:0] writeMem_addr, readMem_addr
    );
    typedef enum logic [1:0]{
        INIT,
        IDLE_WRITE,
        FULL,
        READ
    } state_t;
    state_t curr_state, next_state;
    logic [5:0] write_addr_reg, read_addr_reg;
    logic mem_full_flag;
	logic [7:0] p0r0, p0r1, p0r2, p0r3, p0r4, p0r5, p0r6, p0r7;
	logic [7:0] p0r8, p0r9, p0r10, p0r11, p0r12, p0r13, p0r14, p0r15;
	logic [19:0] p1sum0, p1sum1, p1sum2, p1sum3;
	logic [31:0] p2sum0, p2sum1;
	logic [31:0] p3out;
    logic pipe0_en, pipe1_en, pipe2_en, pipe3_en;
    logic valid_read_reg;
    assign memVal_data = readMem_val;
    always_ff @(posedge CLK) begin
		if (!rst_n) begin
			curr_state <= INIT;
			pipe0_en <= 0;
			pipe1_en <= 0;
			pipe2_en <= 0;
			pipe3_en <= 0;
			mem_full_flag <= 1'b0;
			write_addr_reg <= 6'b0;
			read_addr_reg <= 6'b0;
		end else begin
			curr_state <= next_state;
			pipe0_en <= EN_mult;
			pipe1_en <= pipe0_en;
			pipe2_en <= pipe1_en;
			pipe3_en <= pipe2_en;
			p0r0 <= mult_input0[3:0]  * mult_input1[3:0];
			p0r1 <= mult_input0[3:0]  * mult_input1[7:4];
			p0r2 <= mult_input0[3:0]  * mult_input1[11:8];
			p0r3 <= mult_input0[3:0]  * mult_input1[15:12];
			p0r4 <= mult_input0[7:4]  * mult_input1[3:0];
			p0r5 <= mult_input0[7:4]  * mult_input1[7:4];
			p0r6 <= mult_input0[7:4]  * mult_input1[11:8];
			p0r7 <= mult_input0[7:4]  * mult_input1[15:12];
			p0r8 <= mult_input0[11:8]  * mult_input1[3:0];
			p0r9 <= mult_input0[11:8]  * mult_input1[7:4];
			p0r10 <= mult_input0[11:8]  * mult_input1[11:8];
			p0r11 <= mult_input0[11:8]  * mult_input1[15:12];
			p0r12 <= mult_input0[15:12]  * mult_input1[3:0];
			p0r13 <= mult_input0[15:12]  * mult_input1[7:4];
			p0r14 <= mult_input0[15:12]  * mult_input1[11:8];
			p0r15 <= mult_input0[15:12]  * mult_input1[15:12];
			p1sum0 <= {12'b0, p0r0} +
					  {8'b0, p0r1, 4'b0} +
					  {4'b0, p0r2, 8'b0} +
					  {p0r3, 12'b0};
			p1sum1 <= {12'b0, p0r4} +
					  {8'b0, p0r5, 4'b0} +
					  {4'b0, p0r6, 8'b0} +
					  {p0r7, 12'b0};
			p1sum2 <= {12'b0, p0r8} +
					  {8'b0, p0r9, 4'b0} +
					  {4'b0, p0r10, 8'b0} +
					  {p0r11, 12'b0};
			p1sum3 <= {12'b0, p0r12} +
					  {8'b0, p0r13, 4'b0} +
					  {4'b0, p0r14, 8'b0} +
					  {p0r15, 12'b0};
			p2sum0 <= {8'b0, ({4'b0, p1sum0} + {p1sum1, 4'b0})};
			p2sum1 <= ({4'b0, p1sum2} + {p1sum3, 4'b0}) << 8;
			p3out <= p2sum0 + p2sum1;
			valid_read_reg <= 1'b0;
			case (curr_state)
				INIT: begin
					valid_read_reg <= 1'b0;
					write_addr_reg <= 6'b0;
					read_addr_reg <= 6'b0;
					mem_full_flag <= 1'b0;
				end
				IDLE_WRITE: begin
					valid_read_reg <= 1'b0;
					if (pipe3_en && ~mem_full_flag) begin
						write_addr_reg <= write_addr_reg + 1;
						if (write_addr_reg == 6'h3f) begin
							read_addr_reg <= 6'b0;
							mem_full_flag <= 1'b1;
						end
					end
				end
				FULL: begin
					write_addr_reg <= 6'b0;
				end
				READ: begin
					valid_read_reg <= 1'b1;
					if (read_addr_reg == 6'h3f) begin
						write_addr_reg <= 6'b0;
						mem_full_flag <= 1'b0;
					end else begin
						read_addr_reg <= read_addr_reg + 1;
					end
				end
				default: begin
				end
			endcase 
		end
    end
    always_comb begin
        next_state = curr_state;
        RDY_mult = 1'b0;
        EN_writeMem = 1'b0;
        EN_readMem = 1'b0;
        writeMem_val = p3out;
        writeMem_addr = write_addr_reg;
        readMem_addr = read_addr_reg;
        VALID_memVal = valid_read_reg;
        case (curr_state)
            INIT: begin
                RDY_mult = 1'b0;
                if (~mem_full_flag)
                    next_state = IDLE_WRITE;
            end
            IDLE_WRITE: begin
                RDY_mult = 1'b1;
                if (pipe3_en && ~mem_full_flag)
                    EN_writeMem = 1'b1;
                if (mem_full_flag) begin 
                    RDY_mult = 1'b0;
                    next_state = FULL;
                end
            end
            FULL: begin
                RDY_mult = 1'b0;
                if (EN_blockRead && mem_full_flag)
                    next_state = READ;
            end
            READ: begin
                RDY_mult = 1'b0;
                EN_readMem = 1'b1;
                if (read_addr_reg == 6'h3f)
                    next_state = IDLE_WRITE;
            end
            default:
                next_state = INIT;
        endcase
    end
endmodule: multiplier
--- flow/run.sh ---
#!/bin/bash
# OpenROAD 26Q1-2900-gdf79404cd8, Yosys 0.63+post, stock flow scripts
make -C /OpenROAD-flow-scripts/flow DESIGN_CONFIG=/design/flow/config.mk WORK_HOME=/design/flow/orfs finish
==> results_dict.tcl <==
# metrics dict for downstream scripts
set metrics [dict create \
    place_hpwl_mm 28.7 \
    grt_pass1_vias 13300 \
    vias 13400 \
    post_drt_via_cell_ratio 4.99 \
    drc_errors 0 \
    fillers 4770 \
    holdPathEnd "p1sum3[3]" \
    post-place-cells 2626 \
    r2r-start "p1sum0[4]" \
    timing.rr.end "p2sum0[18]" \
    die_w_um 235 \
    fmax_mhz 199 \
    cts-root-buf "clkbuf_16" \
    r2r_cells 9 \
    hold_viol 0 \
    drt_wl_total_mm 39.6 \
    ant_nets 0 \
    leakage_nw 10.4 \
    rsz0062_at_grt "no" \
    dieArea_um2 55000 \
    r2r_slack_ps 7230 \
    final_cell_mix "290 x ha_1, 289 x edfxtp_1, 213 x and2_1" \
    worst_setup_path_end_kind "flop" \
    ioPinCount 148 \
    ys_cells 1921 \
    postCtsHoldBufs 0 \
    grt_pass1_wl_mm 67.0 \
    fin_cells 2690 \
    htree_levels 2 \
    grt_overflow 0 \
    syn_area_um2 21600 \
    ys_seq_elements 310 \
    die_h_um 235 \
    antenna_cells 0 \
    hold_start "p0r12[3]" \
    max_cap_violations 0 \
    power.density_nw_per_um2 221 \
    gp_congestion 0.838 \
    area_delta_synth_final_pct 12.1 \
    cts-buffers-inserted 36 \
    top_area_frac 0.401 \
    cts_buffer_depth 3 \
    peakVddDrop_v 0.000127 \
    core-area_um2 53000 \
    grt_max_degree 91 \
    min_period_over_period 0.498 \
    routedWlPerCell_um 14.7 \
    start_kind "input port" \
    edf_count 289 \
    fp_util 0.409 \
    regMostFlops "p3out" \
    syn_avg_cell_area_um2 11.3 \
    cts_resized 0 \
    num_rows 84 \
    relSlewSlack 0.492 \
    report.final.setup_viol 0 \
    ys.flop_type "edfxtp_1" \
    path_clk_slew_ps 60 \
    critPathArrivalTime_ps 5320 \
    synth_cell_types 72 \
    hold_class "reg2reg" \
    cts_tree "done" \
    syn-instance-count 1921 \
    slew_viol_final 0 \
    fin_skew_ps 23.6 \
    antenna_found_initial 0 \
    portBuffers 83 \
    lay_top_count "ha_1" \
    crit_type "in2reg" \
    tightest_slew_ps 761 \
    drive_gt1_frac 0.0410 \
    clk_latency_ps 550 \
    topCellsByArea "edfxtp_1 40%, ha_1 17%, fa_1 6.6%, and2_1 6.2%, xnor2_1 5.0%" \
    warning_count 25 \
    fin_setup_tns_ps 0 \
    top_area_cell "edfxtp_1" \
    period_minus_slack_ps 5030 \
    yosysSeqAreaShare 0.420 \
    cts_setup_buffers 0 \
    dr.pass1.iters 4 \
    yosysWarnings 1 \
    crit_fanout 16 \
    yosysChipArea_um2 21600 \
    drt-initial-drc-count 586 \
    clkSinkCount 310 \
    outcome "finished clean" \
    reg_top3 "p3out: 32 flops, p2sum0: 24 flops, p2sum1: 24 flops" \
    hold_depth 0 \
    largest_register_ff_count 32 \
    grt_usage 0.158 \
    required_ps 10390 \
    synthArstFlopShare 0 \
]
## layer usage
layer / global-route usage / vias up / part of all wire
met3: 0.0490 / 53 / 0.070
met1: 0.244 / 6159 / 0.48
met4: 0.0267 / 0 / 0.020
li1: - / 6959 / -
met5: 0 / - / 0
met2: 0.235 / 249 / 0.42
## critical path: stages
cell,delay (ps)
clkdlybuf4s50_1,930
nand2_1,170
fa_1,560
inv_1,50
fa_1,520
ha_1,310
a21o_1,150
a21oi_1,230
o21bai_1,100
a21oi_1,200
xnor2_1,80
## area by class of cell
class	instances	area [um^2]	area share
repair buffers	94	918	0.0379
well taps	688	861	0.0355
inverters	118	443	0.0183
flip-flops and latches	310	9100	0.375
clock inverters	22	283	0.0117
clock buffers	42	966	0.0398
multi-input cells	1416	11700	0.482
## synthesized netlist by cell type, types with 21 or more instances
master      n
nand2_1   116
xor2_1     34
nand3_1    34
clkbuf_1   42
and2_1    213
o21ai_0    44
nor3_1     26
dfxtp_1    21
inv_1     118
o21bai_1   23
nor2_1     59
ha_1      290
fa_1       71
a21oi_1   128
buf_4      32
xnor2_1   124
a21o_1     65
edfxtp_1  289
nor2b_1    21
## per-stage QoR
stage / util / hold WS, ps / total power [mW] / area (um^2) / worst slack [ps]
floorplan: - / 400 / 3.49 / 21600 / 5420
global placement: 0.434 / 401 / 4.03 / 23000 / 4560
CTS: 0.458 / 418 / 5.45 / 24300 / 5020
detailed placement: 0.434 / 405 / 4.04 / 23000 / 4470
global route: 0.458 / 419 / 5.79 / 24300 / 4830
finish: 0.458 / 417 / 5.37 / 24300 / 5070
## worst max-delay path by stage
stage	startpoint	endpoint	depth (start not counted)
after CTS	mult_input1[11]	p0r10[7]	11
after global routing	mult_input1[11]	p0r10[7]	11
final	mult_input1[11]	p0r10[7]	11
## report_power, final
| group | total (mW) | internal [mW] | leakage, nW | switching [mW] |
|---|---|---|---|---|
| Sequential | 1.99 | 1.87 | 2.99 | 0.125 |
| Combinational | 2.01 | 0.927 | 6.82 | 1.09 |
| Clock | 1.36 | 0.841 | 0.610 | 0.523 |
## cell families after synthesis
logic type,synth area share
adder cells (fa/ha/maj),0.233
AND/OR/NAND/NOR,0.130
XOR/XNOR,0.0639
buffers and inverters,0.0395
flip-flops,0.420
multiplexers,0.000925
AND-OR/OR-AND,0.112
Power and IR drop assume default switching activity.
