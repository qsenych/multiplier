`design.v`:
```
module memory_wrapper_2port #(
    parameter DEPTH = 64,
    parameter LOGDEPTH = 6,
    parameter WIDTH = 16,
    parameter MEMTYPE = 0,
    parameter TECHNODE = 0, 
    parameter COL_MUX = 1
    ) ( 
    clkA, aA, cenA, q,
    clkB, aB, cenB, d
    );
input clkA;
input clkB;
input [LOGDEPTH -1:0] aA;
input [LOGDEPTH -1:0] aB;
input cenA;
input cenB;
input [WIDTH -1:0] d;
output [WIDTH -1:0] q;
generate
    if (MEMTYPE == 0) begin : gen_RegArr
        registerArray #( .DEPTH(DEPTH), .LOGDEPTH(LOGDEPTH), .WORDWIDTH(WIDTH)) 
            memInst ( 
                .clkA(clkA), .aA(aA), .cenA(cenA), .q(q), 
                .clkB(clkB), .aB(aB), .cenB(cenB), .d(d)
                    );
    end 
    else begin: genMemModule_Error
        $fatal("ERROR: Invalid value for parameter MEMTYPE (%d), DEPTH (%d), WIDTH (%d)", MEMTYPE, DEPTH, WIDTH);
    end
endgenerate
endmodule: memory_wrapper_2port
module registerArray #(
    parameter DEPTH = 64,
    parameter LOGDEPTH = 6,
    parameter WORDWIDTH = 16
    ) ( 
    clkA, aA, cenA, q,
    clkB, aB, cenB, d
    );
input clkA;
input clkB;
input [LOGDEPTH -1:0] aA;
input [LOGDEPTH -1:0] aB;
input cenA;
input cenB;
input [WORDWIDTH -1:0] d;
output [WORDWIDTH -1:0] q;
localparam [WORDWIDTH -1:0] ZERO_DATA = {WORDWIDTH{1'b0}};
localparam [LOGDEPTH -1:0] ZERO_ADDR = {LOGDEPTH{1'b0}};
localparam [LOGDEPTH -1:0] MAX_ADDR = {LOGDEPTH{1'b1}};
reg [WORDWIDTH -1:0] regArray [DEPTH -1:0];
reg [WORDWIDTH -1:0] rowBuffer;
always @(posedge clkA) begin
    if (~cenA) begin
        rowBuffer <= regArray[aA];
    end
end
always @(posedge clkB) begin
    if (~cenB) begin
        regArray[aB] <= d;
    end
end
assign q = rowBuffer;
endmodule: registerArray
```
`run.sh`:
```
#!/bin/bash
# OpenROAD 26Q1-2900-gdf79404cd8, Yosys 0.63+post, stock flow scripts
make -C /OpenROAD-flow-scripts/flow DESIGN_CONFIG=/design/flow/config.mk WORK_HOME=/design/flow/orfs finish
```
`config.mk`:
```
export PLATFORM = sky130hd
export DESIGN_NAME = memory_wrapper_2port
export DESIGN_NICKNAME = memory_wrapper_2port
export VERILOG_FILES = /design/flow/design.v
export SDC_FILE = /design/flow/constraint.sdc
export NUM_CORES = 4
export LEC_CHECK = 1
export CORE_UTILIZATION = 30
```
`constraint.sdc`:
```
current_design memory_wrapper_2port

set clk_period 6.1
set clk_io_pct 0.2

create_clock -name clk0 -period $clk_period [get_ports {clkA}]
create_clock -name clk1 -period $clk_period [get_ports {clkB}]

set non_clock_inputs [all_inputs -no_clocks]
set_input_delay [expr $clk_period * $clk_io_pct] -clock clk0 $non_clock_inputs
set_output_delay [expr $clk_period * $clk_io_pct] -clock clk0 [all_outputs]
```
==> ci_impl_report.md <==
## PnR job results

| Metric | Value |
|---|---|
| Outcome | complete, no violations |
| Total negative slack | 0 ps |
| Critical path startpoint | aA[4] |
| Netlist Area Pre-Place | 0.0401 sq mm |
| RD Place Congestion | 0.901 |
| FP Util | 0.304 |
| XOR Share, Synth | 0 |
| Initial drt markers | 1215 |
| Leak pwr | 0.0148 uW |
| Crit end category | flip-flop |
| Endpoints failing setup | 0 |
| CTS tree | yes |
| CP Max Fanout | 11 |
| First-pass GRT wire length | 146000 microns |
| Slowest stage delay, CP | 990 ps |
| Post-CTS Resized | 0 |
| Fin. Hold Viols | 0 |
| Cell variety after synth | 48 |
| Normalized max-slew margin | 0.100 |
| Measured slew at the worst slew-check pin | 1340 ps |
| Cell area leaders | edfxtp_1 (78%), mux4_2 (8.0%), mux2i_1 (5.4%), a22oi_1 (1.4%), nor2_1 (0.81%) |
| Maximum Capacitance Violations | 0 |
| Buffers on Ports | 46 |
| Die area | 0.135 sq mm |
| Main synth FF type | edfxtp_1 |
| RSZ-0062 raised after global routing | false |
| PD cells | 325 mW/mm^2 |
| Synth logic family | multiplexers |
| Syn_area_per_cell | 20.3 sq um |
| Top routing layer used | met5 |
| Number of synthesized flops with an enable pin | 1040 |
| Slew Limit Fails | 0 |
| Total GRT Usage | 0.159 |
| Total global routing overflow | 0 |
| FF-to-FF End | gen_RegArr.memInst.rowBuffer[7]$_DFFE_PN_ |
| Total length of routed wires | 100000 microns |
| Startpoint Class | input port |
| Hold Path Class | in2reg |
| Share of layout cells above drive strength 1 | 0.203 |
| Vias | 19.7k |
| Row count | 133 |
| Most common cell in the netlist | edfxtp_1 |
| Setup Buffers After CTS | 0 |
| # IOs | 48 |
| Initial antenna violation count | 5 |
| Adder-Cell Fraction of Synth Area | 0 |
| Dpl cell area | 0.0429 sq mm |
| Commonest cells in the netlist | edfxtp_1 (1040), mux2i_1 (218), mux4_2 (143), nor2_1 (87), a22oi_1 (73) |
| DR vias/cell | 4.98 |
| Final Cell Area | 0.0463 sq mm |
| Critical-path top delay cell | nor3b_1 |
| Synth Instances | 1970 |
| Critical Path RT | 6230 ps |
| # Cells Yosys | 1970 |
| Die Height | 367 microns |
| Max IR drop VDD | 264 uV |
| R2R cell count | 4 |
| Met2 Wirelength | 46300 microns |
| Post-synth seq share | 0.779 |
| WL met3 | 16600 microns |
| CP arrival | 4540 ps |
| R2R setup slack | 3260 ps |
| Crit-path cells | clkdlybuf4s50_1 -> nand2b_1 -> nor3b_1 -> a22oi_1 -> nand4_1 -> or3_1 |
| Filler cell count | 11.9k |
| Synth Area in Compound Gates | 0.0387 |
| Ant. Diodes | 0 |
| Mux share | 0.139 |
| Worst r2r src | gen_RegArr.memInst.regArray[22][7]$_DFFE_PP_ |
| Total number of yosys warnings | 1 |
| # clock sinks | 1040 |
| Per-cell routed wire length | 25.3 microns |
| Total Power | 15000 uW |
| Detail Route Antenna Nets | 0 |
| Core Area | 0.132 sq mm |
| Synthesis area per yosys | 0.0401 sq mm |
| Largest net degree at the start of global routing | 91 |
| Post-cts hold-fix buffer tally | 0 |
| End of the critical path | gen_RegArr.memInst.rowBuffer[7]$_DFFE_PN_ |
| Ys flops | 1040 |
| Synth async-reset ratio | 0 |
| Vias in the first global route | 21.3k |
| Metal-1 WL | 33300 microns |
| Worst-path clk slew | 60 ps |
| Max-area cell share | 0.779 |
| Post-route DRC | 0 |
| CP Class | in2reg |
| Area Overhead vs Synth | 15.5% |
| Leading area contributor after synthesis | edfxtp_1 |
| Drt first pass iters | 7 |
| Die width | 367 microns |
| OpenROAD warning count | 27 |
| Simple-gate share of the synthesized area | 0.0271 |
| Hpwl dp | 60900 microns |
-- how the worst min path moves through the flow --
stage,startpoint,to,slack (ps),depth (start not counted)
6_report,d[5],gen_RegArr.memInst.regArray[22][5]$_DFFE_PP_,790,1
5_1_grt,d[5],gen_RegArr.memInst.regArray[22][5]$_DFFE_PP_,790,1
4_1_cts,d[5],gen_RegArr.memInst.regArray[22][5]$_DFFE_PP_,780,1
-- layout by cell type (no fill, tap or decap), types with 14 or more instances in the layout --
master	n
nor2_1	87
a221oi_1	17
buf_2	16
clkdlybuf4s50_1	27
clkbuf_1	16
edfxtp_1	1040
clkinv_2	20
a21oi_1	21
nand2_1	49
clkinv_1	19
mux4_2	143
clkbuf_16	104
buf_4	107
a22oi_1	73
mux2_2	14
o21ai_0	27
nand3_1	40
bufinv_16	15
mux2i_1	218
-- routing by layer --
| metal | global-route usage | up-vias |
|---|---|---|
| li1 | - | 8464 |
| met1 | 0.177 | 9935 |
| met2 | 0.236 | 1138 |
| met3 | 0.124 | 153 |
| met4 | 0.0473 | 10 |
| met5 | 0.00107 | - |
-- state kept, by name (all words and copies together) (netlist names) --
register,cells
gen_RegArr.memInst.regArray,1024
gen_RegArr.memInst.rowBuffer,16
-- area by class of cell --
cell class | instances | area, sq um | share of cell area
well taps | 1755 | 2200 | 0.0474
clock buffers | 120 | 2660 | 0.0575
repair buffers | 156 | 1260 | 0.0272
multi-input cells | 820 | 8200 | 0.177
flip-flops and latches | 1040 | 31200 | 0.675
inverters | 1 | 3.75 | 0.0000811
clock inverters | 65 | 734 | 0.0159
-- stage by stage --
step | hold slack (ps) | utilization | setup slack [ps] | cells
floorplan | 703 | - | 2960 | 1970
global placement | 868 | 0.325 | 1590 | 3772
detailed placement | 849 | 0.325 | 1550 | 3772
CTS | 781 | 0.351 | 1790 | 3957
finish | 788 | 0.351 | 1690 | 3957
global route | 793 | 0.351 | 1640 | 3957
-- critical path, delay by kind of cell --
| kind | cells | cell delay, ps |
|---|---|---|
| AND-OR/OR-AND | 1 | 450 |
| buffers and inverters | 1 | 870 |
| AND/OR/NAND/NOR | 4 | 1990 |
-- power by group --
group | internal (uW) | switching (uW) | leakage [uW] | total [uW]
sequential | 7930 | 26.8 | 0.00937 | 7950
combinational | 244 | 476 | 0.00379 | 720
clock | 3760 | 2610 | 0.00166 | 6360
total | 11900 | 3110 | 0.0148 | 15000
-- logic make-up after synthesis --
family / Yosys count
flops: 1040
mux: 375
simple gates: 230
compound gates: 215
buf+inv: 110
No activity file was given, so power comes from the tool's default toggle rates.
